===== flow/run.sh =====
#!/bin/bash
# OpenROAD 26Q1-2900-gdf79404cd8, Yosys 0.63+post, stock flow scripts
make -C /OpenROAD-flow-scripts/flow DESIGN_CONFIG=/design/flow/config.mk WORK_HOME=/design/flow/orfs finish

===== flow/config.mk =====
export PLATFORM = sky130hd
export DESIGN_NAME = video_sync_generator
export DESIGN_NICKNAME = video_sync_generator
export VERILOG_FILES = /design/flow/design.v
export SDC_FILE = /design/flow/constraint.sdc
export NUM_CORES = 4
export LEC_CHECK = 1
export CORE_UTILIZATION = 40

===== flow/constraint.sdc =====
current_design video_sync_generator

set clk_period 2.8
set clk_io_pct 0.2

create_clock -name clk0 -period $clk_period [get_ports {vga_clk}]

set non_clock_inputs [all_inputs -no_clocks]
set_input_delay [expr $clk_period * $clk_io_pct] -clock clk0 $non_clock_inputs
set_output_delay [expr $clk_period * $clk_io_pct] -clock clk0 [all_outputs]

===== flow/design.v =====
module video_sync_generator(reset,
                            vga_clk,
                            blank_n,
                            HS,
                            VS,
									 xPos,
									 yPos
									 );
input reset;
input vga_clk;
output reg blank_n;
output reg HS;
output reg VS;
output reg [10:0] xPos;
output reg [9:0] yPos;
parameter hori_line  = 800;                           
parameter hori_back  = 144;
parameter hori_front = 16;
parameter vert_line  = 525;
parameter vert_back  = 34;
parameter vert_front = 11;
parameter H_sync_cycle = 96;
parameter V_sync_cycle = 2;
parameter H_BLANK = hori_front+H_sync_cycle ;  
reg [10:0] h_cnt;
reg [9:0]  v_cnt;
wire cHD,cVD,cDEN,hori_valid,vert_valid;
always@(negedge vga_clk,posedge reset)
begin
  if (reset)
  begin
     h_cnt<=11'd0;
     v_cnt<=10'd0;
  end
    else
    begin
      if (h_cnt==hori_line-1)
      begin 
         h_cnt<=11'd0;
         if (v_cnt==vert_line-1)
            v_cnt<=10'd0;
         else
            v_cnt<=v_cnt+1;
      end
      else
         h_cnt<=h_cnt+1;
    end
end
always @(posedge vga_clk)
begin  
	if ((h_cnt >= hori_back) && (h_cnt < hori_line - hori_front))
		xPos <= h_cnt - hori_back;
	else
		xPos <= 0;
	if ((v_cnt >= vert_back) && (v_cnt < vert_line - vert_front))
		yPos <= v_cnt - vert_back;
	else
		yPos <= 0;		
end
assign cHD = (h_cnt<H_sync_cycle)?1'b0:1'b1;
assign cVD = (v_cnt<V_sync_cycle)?1'b0:1'b1;
assign hori_valid = (h_cnt<(hori_line-hori_front)&& h_cnt>=hori_back)?1'b1:1'b0;
assign vert_valid = (v_cnt<(vert_line-vert_front)&& v_cnt>=vert_back)?1'b1:1'b0;
assign cDEN = hori_valid && vert_valid;
always@(negedge vga_clk)
begin
  HS<=cHD;
  VS<=cVD;
  blank_n<=cDEN;
end
endmodule

==> metrics.txt <==
# HELP chip_impl_metric Implementation results
# TYPE chip_impl_metric gauge
chip_impl_metric{name="drive_gt1_share",unit="%"} 28.9
chip_impl_metric{name="clock.latency.late_pin",unit="ps"} 350
chip_impl_info{name="cts_root_buffer",value="sky130_fd_sc_hd__clkbuf_8"} 1
chip_impl_info{name="r2r-end",value="yPos[4]"} 1
chip_impl_metric{name="warning_count",unit=""} 36
chip_impl_metric{name="number_of_buffer_cells_added_on_primary_ports",unit=""} 25
chip_impl_info{name="synth.top_cells.by_area",value="sky130_fd_sc_hd__dfrtn_1, sky130_fd_sc_hd__dfxtp_1, sky130_fd_sc_hd__ha_1"} 1
chip_impl_metric{name="htree_levels",unit=""} 2
chip_impl_metric{name="global_route_wire_length_before_repair",unit="um"} 6400
chip_impl_metric{name="skew",unit="ps"} 52.7
chip_impl_metric{name="area_growth_syn_to_layout",unit="%"} 37.7
chip_impl_metric{name="clock_transition_at_the_registers_of_the_reported_paths",unit="ps"} 80
chip_impl_metric{name="chip_area",unit="um^2"} 5290
chip_impl_metric{name="worstMarginPinSlew",unit="ps"} 452
chip_impl_info{name="critical_path_cell_with_the_highest_stage_delay",value="sky130_fd_sc_hd__or4_4"} 1
chip_impl_metric{name="relSlewSlack",unit="%"} 69.7
chip_impl_info{name="common_cells",value="sky130_fd_sc_hd__nor2_1, sky130_fd_sc_hd__dfxtp_1, sky130_fd_sc_hd__dfrtn_1, sky130_fd_sc_hd__nand2_1"} 1
chip_impl_info{name="path_delay_family",value="AND-OR/OR-AND gates"} 1
chip_impl_metric{name="antenna_found_initial",unit=""} 0
chip_impl_metric{name="yosys.stat.seqShare",unit="%"} 50.2
chip_impl_info{name="worstHoldPathType",value="reg2reg"} 1
chip_impl_info{name="violated_checks",value="negative setup slack"} 1
chip_impl_metric{name="final-hold-violation-count",unit=""} 0
chip_impl_metric{name="final_critical_path_setup_slack",unit="ps"} -217
chip_impl_metric{name="synth_area_per_cell",unit="um^2"} 9.45
chip_impl_metric{name="maxCapViolations",unit=""} 0
chip_impl_metric{name="power_density",unit="nW/um^2"} 393
chip_impl_metric{name="critical_path_cell_count",unit=""} 4
chip_impl_info{name="tritoncts",value="done"} 1
chip_impl_metric{name="cts_inserted_buffers",unit=""} 5
chip_impl_metric{name="layout.core_utilization",unit="%"} 57.6
chip_impl_metric{name="first_global_vias",unit=""} 1363
chip_impl_info{name="largest_area_cell",value="sky130_fd_sc_hd__dfrtn_1"} 1
chip_impl_metric{name="chipHeight",unit="um"} 72.8
chip_impl_metric{name="r2r_slack",unit="ps"} -220
chip_impl_metric{name="synth-async-reset-ratio",unit="%"} 46.7
chip_impl_metric{name="synth_flop_count",unit=""} 45
chip_impl_metric{name="worst_hold_slack",unit="ps"} 453
chip_impl_metric{name="yosys-stat-cells",unit=""} 212
chip_impl_metric{name="drt_first_pass_iters",unit=""} 4
chip_impl_metric{name="gpl.final_weighted_congestion",unit=""} 0.907
chip_impl_info{name="rsz_0062_raised_after_global_routing",value="yes"} 1
chip_impl_metric{name="setup_viol",unit=""} 21
chip_impl_metric{name="enable_flop_cells",unit=""} 0
chip_impl_metric{name="cts_hold_buf",unit=""} 0
chip_impl_metric{name="vias_per_cell",unit=""} 4.84
chip_impl_metric{name="syn_inst",unit=""} 212
chip_impl_info{name="outcome",value="finished with violations"} 1
chip_impl_metric{name="cp.buffers_inverters",unit=""} 0
chip_impl_metric{name="crit_path_max_incr_delay",unit="ps"} 580
chip_impl_info{name="crit_path_start_kind",value="flop"} 1
chip_impl_metric{name="cts-root-to-sink-buffers",unit=""} 2
chip_impl_metric{name="die.size.x",unit="um"} 72.8
chip_impl_info{name="endpoint",value="yPos[4]"} 1
chip_impl_metric{name="yosys.cell_types.count",unit=""} 38
chip_impl_metric{name="final_antenna_net_count",unit=""} 0
chip_impl_metric{name="io_pins",unit=""} 26
chip_impl_metric{name="detail_route.drc_violations",unit=""} 0
chip_impl_metric{name="min_delay_path_depth",unit=""} 1
chip_impl_metric{name="syn_area",unit="um^2"} 2000
chip_impl_metric{name="globalRouteOverflowTotal",unit=""} 0
chip_impl_metric{name="final_max_slew_viol_count",unit=""} 0
chip_impl_metric{name="coreArea",unit="um^2"} 4790
chip_impl_metric{name="detailedRoute.firstIterationViolations",unit=""} 113
chip_impl_info{name="worstSetupStartpoint",value="v_cnt[1]"} 1
chip_impl_metric{name="vdd.ir_drop.worst",unit="uV"} 234
chip_impl_info{name="worstSetupPathType",value="reg2reg"} 1
chip_impl_metric{name="r2r.worst_path.cells",unit=""} 4
chip_impl_metric{name="clock_sinks",unit=""} 45
chip_impl_metric{name="globalRouteTotalUtil",unit="%"} 16.2
chip_impl_metric{name="critical_path_arrival",unit="ps"} 3260
chip_impl_metric{name="post_dr_wirelength_cell",unit="um"} 11.5
chip_impl_metric{name="setup_tns",unit="ps"} -3390
chip_impl_metric{name="dp_hpwl",unit="um"} 2780
chip_impl_metric{name="synth.yosys.chip_area",unit="um^2"} 2000
chip_impl_metric{name="initCoreUtil",unit="%"} 41.9
chip_impl_metric{name="rows",unit=""} 25
chip_impl_metric{name="fillers",unit=""} 409
chip_impl_metric{name="cp.required",unit="ps"} 3040
chip_impl_info{name="synthMostInstantiatedCell",value="sky130_fd_sc_hd__nor2_1"} 1
chip_impl_metric{name="antenna_cells",unit=""} 0
chip_impl_info{name="path_cells",value="or4_4 > o31a_1 > a21o_2 > a21oi_2"} 1
chip_impl_metric{name="via_count",unit=""} 1630
chip_impl_metric{name="leakage",unit="uW"} 0.00125
chip_impl_info{name="ys_dominant_reg_cell",value="sky130_fd_sc_hd__dfxtp_1"} 1
chip_impl_info{name="r2r-start",value="v_cnt[1]"} 1
chip_impl_metric{name="yosys.area.top_type_share",unit="%"} 26.2
chip_impl_metric{name="combinational_gate_area",unit="um^2"} 990
chip_impl_info{name="worst_setup_path_end_kind",value="flop"} 1
chip_impl_metric{name="postRouteWirelength",unit="um"} 3880
chip_impl_metric{name="timing.critical_path.fanout_max",unit=""} 5
chip_impl_metric{name="grt_max_degree",unit=""} 22
chip_impl_metric{name="seqCellArea",unit="um^2"} 1010
chip_impl_metric{name="ys_warn_count",unit=""} 1
==> worst reg2reg max path: stages, from the launching register on <==
cell and delay [ps]:
sky130_fd_sc_hd__dfrtn_1 340, sky130_fd_sc_hd__or4_4 580, sky130_fd_sc_hd__o31a_1 290, sky130_fd_sc_hd__a21o_2 250
sky130_fd_sc_hd__a21oi_2 100
==> repair_timing <==
item,CTS,global route
setup buffers,1,0
pin swaps,1,1
cloned,0,1
endpoints found under the hold margin,0,0
setup endpoints to repair,24,23
gates resized,18,16
==> per-layer routing <==
metal | part of all wire [%] | vias up | GRT usage [%]
met4 | 1.8 | 0 | 2.61
met5 | 0 | - | 0
met1 | 51 | 759 | 28.7
met3 | 4.7 | 5 | 2.80
met2 | 42 | 44 | 21.5
li1 | - | 822 | -
==> cells by family (layout without fill, tap and decap cells) <==
kind of cell | Yosys count | in the layout | synth area share (%)
simple gates | 89 | 89 | 22.7
xor+xnor | 18 | 18 | 7.87
mux | 1 | 1 | 0.500
compound gates | 23 | 24 | 7.56
fa+ha+maj | 9 | 9 | 5.62
flops | 45 | 45 | 50.2
buf+inv | 27 | 84 | 5.56
==> cell type report <==
class                           instances  share of cell area (%)
Timing Repair Buffer                   62                    19.5
Inverter                               11                    1.50
Sequential cell                        45                    36.5
Clock buffer                            5                    2.49
Tap cell                               67                    3.04
Multi-Input combinational cell        141                    35.9
Clock inverter                          6                    1.13
==> metrics by stage <==
| step | setup slack [ps] | cells | area [um^2] | power [uW] |
|---|---|---|---|---|
| after detailed placement | -388 | 325 | 2560 | 679 |
| final | -217 | 337 | 2760 | 1080 |
| after global routing | -249 | 337 | 2760 | 1130 |
| after floorplan | -312 | 212 | 2030 | 673 |
| after global placement | -352 | 325 | 2560 | 679 |
| after CTS | -191 | 336 | 2720 | 1100 |
==> worst min-delay path by stage <==
stage,startpoint,end
6_report,h_cnt[10],h_cnt[10]
5_1_grt,h_cnt[10],h_cnt[10]
4_1_cts,h_cnt[10],h_cnt[10]
==> cell usage in the layout, fill, tap and decap left out, types with 3 or more instances in the layout <==
| cell type | count |
|---|---|
| sky130_fd_sc_hd__a21o_1 | 3 |
| sky130_fd_sc_hd__and3_1 | 3 |
| sky130_fd_sc_hd__buf_4 | 34 |
| sky130_fd_sc_hd__clkbuf_8 | 5 |
| sky130_fd_sc_hd__clkdlybuf4s50_1 | 22 |
| sky130_fd_sc_hd__dfrtn_1 | 21 |
| sky130_fd_sc_hd__dfxtp_1 | 24 |
| sky130_fd_sc_hd__ha_1 | 7 |
| sky130_fd_sc_hd__inv_1 | 12 |
| sky130_fd_sc_hd__nand2_1 | 15 |
| sky130_fd_sc_hd__nand3_1 | 11 |
| sky130_fd_sc_hd__nand4_1 | 4 |
| sky130_fd_sc_hd__nor2_1 | 20 |
| sky130_fd_sc_hd__nor2_2 | 9 |
| sky130_fd_sc_hd__nor2_4 | 3 |
| sky130_fd_sc_hd__nor3_1 | 6 |
| sky130_fd_sc_hd__o21ai_0 | 7 |
| sky130_fd_sc_hd__or3_1 | 3 |
| sky130_fd_sc_hd__xnor2_1 | 10 |
| sky130_fd_sc_hd__xor2_1 | 7 |
==> state kept, by name, indices dropped and copies added (netlist names) <==
| signal | flops |
|---|---|
| h_cnt | 11 |
| xPos | 11 |
| v_cnt | 10 |
| yPos | 10 |
| HS | 1 |
| VS | 1 |
| blank_n | 1 |
==> power by group <==
group,total [uW],switching [uW],internal [uW]
Clock,427,244,182
Combinational,10.3,6.16,4.14
Sequential,646,0,646
No activity file was given, so power comes from the tool's default toggle rates.
